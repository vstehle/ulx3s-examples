[./design.v]
module top(input clk_25mhz,
           input [6:0] btn,
           output [7:0] led,
           output wifi_gpio0);
    wire i_clk;
    assign wifi_gpio0 = 1'b1;
    assign i_clk= clk_25mhz;
    reg [7:0] o_led;
    assign led= o_led;
    localparam ctr_width = 32;
    reg [ctr_width-1:0] ctr = 0;
    always @(posedge i_clk) begin
               ctr <= ctr + 1;
          o_led[7] <= 1;
          o_led[6] <= btn[1];
        o_led[5:0] <= ctr[23:18];
    end
endmodule
[./run.sh]
#!/bin/bash
# OpenROAD 26Q1-2900-gdf79404cd8, Yosys 0.63+post, stock flow scripts
make -C /OpenROAD-flow-scripts/flow DESIGN_CONFIG=/design/flow/config.mk WORK_HOME=/design/flow/orfs finish
[./config.mk]
export PLATFORM = sky130hd
export DESIGN_NAME = top
export DESIGN_NICKNAME = top
export VERILOG_FILES = /design/flow/design.v
export SDC_FILE = /design/flow/constraint.sdc
export NUM_CORES = 4
export LEC_CHECK = 1
export CORE_AREA = 10 10 86 86
export DIE_AREA = 0 0 96 96
[./constraint.sdc]
current_design top

set clk_period 3.2
set clk_io_pct 0.2

create_clock -name clk0 -period $clk_period [get_ports {clk_25mhz}]

set non_clock_inputs [all_inputs -no_clocks]
set_input_delay [expr $clk_period * $clk_io_pct] -clock clk0 $non_clock_inputs
set_output_delay [expr $clk_period * $clk_io_pct] -clock clk0 [all_outputs]
==> results.txt <==
Status: complete, no violations
Residual DRC count: 0
RePlAce Congestion: 0.743
Min-Delay Path Depth: 0
Post-Route Setup TNS: 0 ns
Post-cts resize count: 0
Design Area, Final: 1350 um^2
Sequential cell area: 621 um^2
Max stage delay on crit path: 0.45 ns
Max-area cell share: 0.570
Slew Viols, Final: 0
Peak supply drop: 213 uV
Root Buffer: clkbuf_8
Layout Cells excl Fill: 182
# H-tree levels: 2
Clock Skew: 0.00409 ns
Slowest cell on the critical path: clkdlybuf4s50_1
GRT Overall Usage: 0.0377
Final Hold Slack: 0.365 ns
Post-synth mux share: 0
XORs/XNORs by Area: 0.177
Cell depth of the worst flop-to-flop path: 4
Number of DRC markers in iteration 0: 37
Cell count along the critical path: 1
CP Capture Type: output pin
Die height: 96 um
Clk slew on worst S/H paths: 0.06 ns
Final setup fails: 0
Synth area leader: dfxtp_1
Placed inst area: 1240 um^2
Clock Latency Late Sink: 0.28 ns
GRT overflow: 0
Logic area: 444 um^2
Mapped Cells: 96
Comb area leader: simple AND/OR/NAND/NOR gates
Fraction of layout cells with a size suffix above 1: 0.100
Bufs on Longest Clock Path: 2
Yosys cell count: 96
CTS tree: built
Chip area: 9220 um^2
Final Worst Setup Slack: 1.52 ns
Leakage: 0.460 nW
RSZ-0062 raised after global routing: no
Ys Warns: 1
Crit-path leading delay family: buffers and inverters
Clock buffer count from CTS: 5
CP Cell Sequence: clkdlybuf4s50_1
CP Launch Type: flop
FP Rows: 27
PwrDens: 536 nW/um^2
Adder Area Share: 0.0115
Register share after synthesis: 0.570
Vias: 661
Cell area leaders: dfxtp_1 57%, xnor2_1 14%, nand4_1 4.0%
Fin crit period: 1.68 ns
Post CTS Setup Buffer Count: 0
Total Routed Length: 1540 um
WL/cell: 8.47 um
Cell area after synthesis: 1090 um^2
Core Region: 5540 um^2
Synthesized area per cell: 11.3 um^2
Vias in the first global route: 641
Final Util: 0.243
Top cells excl fill/tap: 31 x dfxtp_1, 18 x xnor2_1, 8 x clkdlybuf4s50_1
Pin count of the biggest net entering global routing: 11
CP bufs+invs: 1
First-pass GRT wire length: 2820 um
Synth flops: 31
Crit path max fanout: 1
FP Util: 0.196
Worst setup path class: reg -> out
YS chip area: 1090 um^2
Filler Cell Count: 589
Netlist cell types: 19
Pwr Total: 0.721 mW
# clock sinks: 31
Inserted Diodes: 0
Top cell excl fill/tap: dfxtp_1
Initial antenna violation count: 0
DRT Pass-1 Iters: 4
Post-route clock period utilization: 0.525
Die width: 96 um
Final Hold Fails: 0
Highest clock rate: 596 MHz
IO Count: 17
Number of port buffers: 8
Hold-fix buffers at CTS: 0
Synthesis-to-layout area growth: 23.7%
Worst EP required: 2.56 ns
Yosys aoi share: 0
Worst hold path type: reg -> reg
Via density: 3.63
MaxCap Viol Count: 0
CP arrival: 1.04 ns
Final ANT Viol Nets: 0
Pre-CTS WS: 1.68 ns
DP HPWL: 1090 um
Basic Gates by Area: 0.213
Placed Cells: 174
Tool warning count: 31
==> kinds of logic after synthesis <==
group / Yosys count
xor+xnor: 22
flops: 31
other cells: 1
buf+inv: 5
simple gates: 36
fa+ha+maj: 1
==> flip-flops by register name, indices dropped and copies added (netlist names) <==
register,cells
ctr,24
o_led,7
==> report_power, final <==
group / leakage, nW / total [mW] / internal [mW] / switching, mW
clock: 0.0505 / 0.332 / 0.195 / 0.137
sequential: 0.250 / 0.387 / 0.387 / 0.000143
combinational: 0.159 / 0.00236 / 0.00206 / 0.000296
==> path summary, 6_finish.rpt <==
path / startpoint / endpoint / slack (ns)
worst max-delay path: o_led[1] / led[1] / 1.52
worst min register to register: ctr[23] / o_led[5] / 0.37
worst min-delay path: ctr[23] / o_led[5] / 0.37
worst max register to register: ctr[6] / ctr[23] / 1.70
==> synthesized netlist by cell type <==
cell type and count:
nor4_4 1, nand3_1 7, and4_1 3, xnor2_1 18
nor4_1 1, nand4_1 7, dfxtp_1 31, and3_1 3
nor2_1 4, and2_1 1, buf_4 2, and4b_2 1
xor2_1 4, ha_1 1, conb_1 1, inv_1 2
nand2_1 7, buf_2 1, nand4_4 1
==> routing by layer <==
| layer | up-vias | global-route usage | wire length [um] |
|---|---|---|---|
| met5 | - | 0 | 0 |
| met4 | 0 | 0.00860 | 40 |
| met3 | 5 | 0.0236 | 163 |
| met2 | 16 | 0.0527 | 551 |
| met1 | 291 | 0.0484 | 785 |
| li1 | 349 | - | - |
==> cell type report <==
cell class | instances | share of cell area
sequential | 31 | 0.461
multi-input combinational | 61 | 0.330
clock buffer | 7 | 0.0716
tap | 72 | 0.0669
timing repair buffer | 8 | 0.0595
clock inverter | 1 | 0.00558
inverter | 2 | 0.00558
Power and IR drop assume default switching activity.
