## ./design.v

```verilog
module ulx3s_passthru_wifi(
	input wire clk_25mhz,  
	output wire ftdi_rxd,
	input wire ftdi_txd,
	inout wire ftdi_ndtr,
	inout wire ftdi_nrts,
	inout wire ftdi_txden,
	output wire wifi_rxd,
	input wire wifi_txd,
	inout wire wifi_en,
	inout wire wifi_gpio0,
	output wire [7:0] led,
	input wire [6:0] btn,
	input wire [3:0] sw,
	output wire oled_csn,
	output wire oled_clk,
	output wire oled_mosi,
	output wire oled_dc,
	output wire oled_resn,
	inout wire [27:0] gp,
	inout wire [27:0] gn,
	output wire shutdown = 0,
	inout wire [3:0] audio_l,
	inout wire [3:0] audio_r,
	inout wire [3:0] audio_v,
	output wire flash_holdn,
	output wire flash_wpn,
	inout wire [3:0] sd_d,
	input wire sd_cmd,
	input wire sd_clk,
	input wire sd_cdn,
	input wire sd_wp,
	output wire user_programn
);
parameter [31:0] C_dummy_constant=0;
  assign shutdown = 0;
  wire [1:0] S_prog_in;
  reg  [1:0] R_prog_in; 
  wire [1:0] S_prog_out;
  parameter C_prog_release_timeout = 17;   
  reg [C_prog_release_timeout:0] R_prog_release = 1'b1;   
  reg [7:0] R_progn = 1'b0;
  localparam C_cnt_width = 25;   
  reg [(C_cnt_width - 1):0] cnt = 1'b0;
  assign ftdi_rxd = wifi_txd;
  assign wifi_rxd = ftdi_txd;
  assign S_prog_in[1] = ftdi_ndtr;
  assign S_prog_in[0] = ftdi_nrts;
  assign S_prog_out = S_prog_in == 2'b10 ? 2'b01 : S_prog_in == 2'b01 ? 2'b10 : 2'b11;
  assign wifi_en = S_prog_out[1] & ~btn[2];
  assign wifi_gpio0 = S_prog_out[0] & btn[0];
  assign sd_d[0] = R_prog_release[(C_prog_release_timeout)] == 1'b0 ? S_prog_out[0] : 1'bZ;
  assign led[7] = 1;
  assign led[6] = S_prog_out[1];   
  assign led[5] =  ~R_prog_release[(C_prog_release_timeout)];  
  assign led[4] = btn[2];
  assign led[3] = btn[1];
  assign led[2] = ~btn[0];
  assign led[1] = ~cnt[(C_cnt_width - 1)];
  assign led[0] = cnt[(C_cnt_width - 1)];
  always @(posedge clk_25mhz) begin
    R_prog_in <= S_prog_in;
    if(S_prog_out == 2'b01 && R_prog_in == 2'b11) begin
      R_prog_release <= {(((C_prog_release_timeout))-((0))+1){1'b0}};
    end
    else begin
      if(R_prog_release[(C_prog_release_timeout)] == 1'b0) begin
        R_prog_release <= R_prog_release + 1;
      end
    end
  end
  always @(posedge clk_25mhz) begin
      cnt <= cnt + 1;
  end
  always @(posedge clk_25mhz) begin
    if(btn[0] == 1'b0 && btn[1] == 1'b1) begin
      R_progn <= R_progn + 1;
    end
    else begin
      R_progn <= {8{1'b0}};
    end
  end
  assign user_programn =  ~R_progn[(7)];
endmodule
```

## ./run.sh

```bash
#!/bin/bash
# OpenROAD 26Q1-2900-gdf79404cd8, Yosys 0.63+post, stock flow scripts
make -C /OpenROAD-flow-scripts/flow DESIGN_CONFIG=/design/flow/config.mk WORK_HOME=/design/flow/orfs finish
```

## ./config.mk

```make
export PLATFORM = sky130hd
export DESIGN_NAME = ulx3s_passthru_wifi
export DESIGN_NICKNAME = ulx3s_passthru_wifi
export VERILOG_FILES = /design/flow/design.v
export SDC_FILE = /design/flow/constraint.sdc
export NUM_CORES = 4
export LEC_CHECK = 1
export CORE_UTILIZATION = 50
```

## ./constraint.sdc

```tcl
current_design ulx3s_passthru_wifi

set clk_period 5.6
set clk_io_pct 0.2

create_clock -name clk0 -period $clk_period [get_ports {clk_25mhz}]

set non_clock_inputs [all_inputs -no_clocks]
set_input_delay [expr $clk_period * $clk_io_pct] -clock clk0 $non_clock_inputs
set_output_delay [expr $clk_period * $clk_io_pct] -clock clk0 [all_outputs]
```

==> flow_results.org <==
#+TITLE: Physical design notes

** Logic synthesis
- Distinct cell type count of the synthesized netlist :: 31
- The area fraction of the largest cell type after synthesis is 0.4735.
- Yosys Warn Count :: 9
- Yosys reported that registers with async set or reset make up 0.
- Post-synth seq share :: 0.4735
- Synthesized area per cell :: just over 9 um^2
- The chip area line in the Yosys stat output reads between 2000 and 2500 um^2.
- Per the Yosys statistics, synthesis produced 242 cells.
- After synthesis the cells add up to roughly 2200 um^2.
- Looking at the cell usage after synthesis, the top flip-flop cell is sky130_fd_sc_hd__dfxtp_1.
- Top cells by area in the synthesized netlist :: sky130_fd_sc_hd__dfxtp_1 47%, sky130_fd_sc_hd__xnor2_1 8.6%, sky130_fd_sc_hd__xor2_1 5.9%, sky130_fd_sc_hd__buf_4 4.7%, sky130_fd_sc_hd__nor2_1 4.0%
- Registers, synthesis :: 53
- Cell type with the highest aggregate area in the netlist :: sky130_fd_sc_hd__dfxtp_1
- Post-synth EDFFs :: 0
- In the synthesized netlist, the number of instances is about 240.

** Outcome
- Per the run summary, the flow got no further than global routing.
- Outcome :: aborted with a tool error
- Error Message :: [ERROR RSZ-0074] Failed to build tree from global routes for pin 'ftdi_nrts' and net 'ftdi_nrts' at grid (58650, 31050): found route to 4 pins, expected 3

** Placement
- Estimated wirelength of the detail-placed design :: 2.342 mm
- RePlAce ended its routability-driven mode at a weighted congestion of 0.7855.
- Per the placement log, port buffering inserted 11 buffers.

** Floorplan
- Fp util :: 0.5408
- Num ports :: 114
- The horizontal die dimension reported for this design is just under 70 um.
- Die outline height :: just under 70 um
- The initialized floorplan defines 23 standard-cell rows.

** CTS
- Total CTS buffers :: 5
- Gates resized during post-CTS repair numbered 0.
- Post-CTS Hold Buffers :: 0
- In this run the post-CTS setup repair buffer count came out at 0.
- Clock tree sinks :: about 53
- Max H-tree Level :: 2
- No sink is reached through more buffers than the 2 on the longest clock path.
- Root buffer cell :: sky130_fd_sc_hd__clkbuf_8

** STA
- around 74 endpoints have no timing constraint.

** Global routing
- Entering global routing, the biggest net connects 19 pins.
==> cell families after synthesis <==
family	after synthesis	synth area share
buffers and inverters	26	0.06867
AND-OR/OR-AND	18	0.04467
XOR/XNOR	37	0.1446
other	2	0.003351
AND/OR/NAND/NOR	102	0.2440
adder cells (fa/ha/maj)	3	0.01675
flip-flops	53	0.4735
multiplexers	1	0.004467
==> cell usage after synthesis, drive strengths merged (2+ instances only) <==
| library cell | instances |
|---|---|
| a21oi | 10 |
| and3 | 6 |
| and4 | 2 |
| buf | 16 |
| clkbuf | 2 |
| conb | 2 |
| dfxtp | 53 |
| ha | 3 |
| inv | 8 |
| nand2 | 19 |
| nand2b | 2 |
| nand3 | 14 |
| nand4 | 13 |
| nor2 | 24 |
| nor2b | 2 |
| nor3 | 5 |
| nor4 | 3 |
| o21ai | 4 |
| o31ai | 4 |
| or3 | 4 |
| or4 | 6 |
| xnor2 | 22 |
| xor2 | 15 |
==> per-stage QoR <==
step / cells / worst slack, ns / area (um^2) / power [mW] / hold WS, ns
CTS: 300 / 2.412 / 2410 / 0.7240 / 0.4177
detailed placement: 293 / 2.412 / 2323 / 0.5167 / 0.3978
global placement: 293 / 2.408 / 2323 / 0.5120 / 0.3918
floorplan: 249 / 3.126 / 2267 / 0.5002 / 0.3827
Power figures rest on the tool's default switching activity, not on a simulated workload.
